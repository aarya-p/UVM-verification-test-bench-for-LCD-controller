File: ./run.sh
#!/bin/bash
# OpenROAD 26Q1-2900-gdf79404cd8, Yosys 0.63+post, stock flow scripts
make -C /OpenROAD-flow-scripts/flow DESIGN_CONFIG=/design/flow/config.mk WORK_HOME=/design/flow/orfs finish
File: ./config.mk
export PLATFORM = sky130hd
export DESIGN_NAME = lcd16x2_ctrl
export DESIGN_NICKNAME = lcd16x2_ctrl
export VERILOG_FILES = /design/flow/design.v
export SDC_FILE = /design/flow/constraint.sdc
export NUM_CORES = 4
export LEC_CHECK = 1
export CORE_UTILIZATION = 40
export SYNTH_HDL_FRONTEND = slang
File: ./constraint.sdc
current_design lcd16x2_ctrl

set clk_period 8.9
set clk_io_pct 0.2

create_clock -name clk0 -period $clk_period [get_ports {clk}]

set non_clock_inputs [all_inputs -no_clocks]
set_input_delay [expr $clk_period * $clk_io_pct] -clock clk0 $non_clock_inputs
set_output_delay [expr $clk_period * $clk_io_pct] -clock clk0 [all_outputs]
File: ./design.v
interface lcd_interface(input clk, input rst);
    logic [127:0] line1;
    logic [127:0] line2;
    logic lcd_e;
    logic lcd_rs;
    logic lcd_rw;
    logic [7:4] lcd_db;
endinterface
module lcd16x2_ctrl #(
    parameter int CLK_PERIOD_NS = 20   
)(
    input  logic        clk,
    input  logic        rst,
    output logic        lcd_e,
    output logic        lcd_rs,
    output logic        lcd_rw,
    output logic [7:4]  lcd_db,
    input  logic [127:0] line1_buffer,   
    input  logic [127:0] line2_buffer
);
    localparam int DELAY_15_MS   = 15 * 1000000 / CLK_PERIOD_NS + 1;
    localparam int DELAY_1640_US = 1640 * 1000 / CLK_PERIOD_NS + 1;
    localparam int DELAY_4100_US = 4100 * 1000 / CLK_PERIOD_NS + 1;
    localparam int DELAY_100_US  = 100 * 1000 / CLK_PERIOD_NS + 1;
    localparam int DELAY_40_US   = 40 * 1000 / CLK_PERIOD_NS + 1;
    localparam int DELAY_NIBBLE     = 1000 / CLK_PERIOD_NS + 1;
    localparam int DELAY_LCD_E      = 230 / CLK_PERIOD_NS + 1;
    localparam int DELAY_SETUP_HOLD = 40 / CLK_PERIOD_NS + 1;
    localparam int MAX_DELAY = DELAY_15_MS;
    typedef struct packed {
        logic       rs;
        logic [7:0] data;
        int         delay_h;
        int         delay_l;
    } op_t;
    localparam op_t default_op      = '{rs: 1'b1, data: 8'h00, delay_h: DELAY_NIBBLE, delay_l: DELAY_40_US};
    localparam op_t op_select_line1 = '{rs: 1'b0, data: 8'h80, delay_h: DELAY_NIBBLE, delay_l: DELAY_40_US};
    localparam op_t op_select_line2 = '{rs: 1'b0, data: 8'hC0, delay_h: DELAY_NIBBLE, delay_l: DELAY_40_US};
    localparam op_t config_ops[6] = '{
        '{rs: 1'b0, data: 8'h33, delay_h: DELAY_4100_US, delay_l: DELAY_100_US},   
        '{rs: 1'b0, data: 8'h32, delay_h: DELAY_40_US,   delay_l: DELAY_40_US},    
        '{rs: 1'b0, data: 8'h28, delay_h: DELAY_NIBBLE,  delay_l: DELAY_40_US},    
        '{rs: 1'b0, data: 8'h06, delay_h: DELAY_NIBBLE,  delay_l: DELAY_40_US},    
        '{rs: 1'b0, data: 8'h0C, delay_h: DELAY_NIBBLE,  delay_l: DELAY_40_US},    
        '{rs: 1'b0, data: 8'h01, delay_h: DELAY_NIBBLE,  delay_l: DELAY_1640_US}   
    };
    op_t this_op;
    typedef enum logic [3:0] {
        IDLE,
        WAIT_SETUP_H,
        ENABLE_H,
        WAIT_HOLD_H,
        WAIT_DELAY_H,
        WAIT_SETUP_L,
        ENABLE_L,
        WAIT_HOLD_L,
        WAIT_DELAY_L,
        DONE
    } op_state_t;
    op_state_t op_state, next_op_state;
    int cnt, next_cnt;
    typedef enum logic [2:0] {
        RESET,
        CONFIG,
        SELECT_LINE1,
        WRITE_LINE1,
        SELECT_LINE2,
        WRITE_LINE2
    } state_t;
    state_t state, next_state;
    logic [3:0] ptr, next_ptr;
    always_comb begin
        case (state)
            RESET: begin
                this_op    = default_op;
                next_state = CONFIG;
                next_ptr   = 4'd5;   
            end
            CONFIG: begin
                this_op    = config_ops[ptr];
                next_ptr   = ptr;
                next_state = CONFIG;
                if (op_state == DONE) begin
                    next_ptr = ptr - 1;
                    if (ptr == 0) begin
                        next_state = SELECT_LINE1;
                    end
                end
            end
            SELECT_LINE1: begin
                this_op  = op_select_line1;
                next_ptr = 4'd15;
                if (op_state == DONE) begin
                    next_state = WRITE_LINE1;
                end else begin
                    next_state = SELECT_LINE1;
                end
            end
            WRITE_LINE1: begin
                this_op      = default_op;
                this_op.data = line1_buffer[ptr*8 +: 8];
                next_ptr     = ptr;
                next_state   = WRITE_LINE1;
                if (op_state == DONE) begin
                    next_ptr = ptr - 1;
                    if (ptr == 0) begin
                        next_state = SELECT_LINE2;
                    end
                end
            end
            SELECT_LINE2: begin
                this_op  = op_select_line2;
                next_ptr = 4'd15;
                if (op_state == DONE) begin
                    next_state = WRITE_LINE2;
                end else begin
                    next_state = SELECT_LINE2;
                end
            end
            WRITE_LINE2: begin
                this_op      = default_op;
                this_op.data = line2_buffer[ptr*8 +: 8];
                next_ptr     = ptr;
                next_state   = WRITE_LINE2;
                if (op_state == DONE) begin
                    next_ptr = ptr - 1;
                    if (ptr == 0) begin
                        next_state = SELECT_LINE1;
                    end
                end
            end
            default: begin
                this_op    = default_op;
                next_state = RESET;
                next_ptr   = 4'd0;
            end
        endcase
    end
    always_ff @(posedge clk) begin
        if (rst) begin
            state <= RESET;
            ptr   <= 4'd0;
        end else begin
            state <= next_state;
            ptr   <= next_ptr;
        end
    end
    assign lcd_rw = 1'b0;
    always_comb begin
        case (op_state)
            IDLE: begin
                lcd_db        = 4'b0000;
                lcd_rs        = 1'b0;
                lcd_e         = 1'b0;
                next_op_state = WAIT_SETUP_H;
                next_cnt      = DELAY_SETUP_HOLD;
            end
            WAIT_SETUP_H: begin
                lcd_db = this_op.data[7:4];
                lcd_rs = this_op.rs;
                lcd_e  = 1'b0;
                if (cnt == 0) begin
                    next_op_state = ENABLE_H;
                    next_cnt      = DELAY_LCD_E;
                end else begin
                    next_op_state = WAIT_SETUP_H;
                    next_cnt      = cnt - 1;
                end
            end
            ENABLE_H: begin
                lcd_db = this_op.data[7:4];
                lcd_rs = this_op.rs;
                lcd_e  = 1'b1;
                if (cnt == 0) begin
                    next_op_state = WAIT_HOLD_H;
                    next_cnt      = DELAY_SETUP_HOLD;
                end else begin
                    next_op_state = ENABLE_H;
                    next_cnt      = cnt - 1;
                end
            end
            WAIT_HOLD_H: begin
                lcd_db = this_op.data[7:4];
                lcd_rs = this_op.rs;
                lcd_e  = 1'b0;
                if (cnt == 0) begin
                    next_op_state = WAIT_DELAY_H;
                    next_cnt      = this_op.delay_h;
                end else begin
                    next_op_state = WAIT_HOLD_H;
                    next_cnt      = cnt - 1;
                end
            end
            WAIT_DELAY_H: begin
                lcd_db = 4'b0000;
                lcd_rs = 1'b0;
                lcd_e  = 1'b0;
                if (cnt == 0) begin
                    next_op_state = WAIT_SETUP_L;
                    next_cnt      = DELAY_SETUP_HOLD;
                end else begin
                    next_op_state = WAIT_DELAY_H;
                    next_cnt      = cnt - 1;
                end
            end
            WAIT_SETUP_L: begin
                lcd_db = this_op.data[3:0];
                lcd_rs = this_op.rs;
                lcd_e  = 1'b0;
                if (cnt == 0) begin
                    next_op_state = ENABLE_L;
                    next_cnt      = DELAY_LCD_E;
                end else begin
                    next_op_state = WAIT_SETUP_L;
                    next_cnt      = cnt - 1;
                end
            end
            ENABLE_L: begin
                lcd_db = this_op.data[3:0];
                lcd_rs = this_op.rs;
                lcd_e  = 1'b1;
                if (cnt == 0) begin
                    next_op_state = WAIT_HOLD_L;
                    next_cnt      = DELAY_SETUP_HOLD;
                end else begin
                    next_op_state = ENABLE_L;
                    next_cnt      = cnt - 1;
                end
            end
            WAIT_HOLD_L: begin
                lcd_db = this_op.data[3:0];
                lcd_rs = this_op.rs;
                lcd_e  = 1'b0;
                if (cnt == 0) begin
                    next_op_state = WAIT_DELAY_L;
                    next_cnt      = this_op.delay_l;
                end else begin
                    next_op_state = WAIT_HOLD_L;
                    next_cnt      = cnt - 1;
                end
            end
            WAIT_DELAY_L: begin
                lcd_db = 4'b0000;
                lcd_rs = 1'b0;
                lcd_e  = 1'b0;
                if (cnt == 0) begin
                    next_op_state = DONE;
                    next_cnt      = 0;
                end else begin
                    next_op_state = WAIT_DELAY_L;
                    next_cnt      = cnt - 1;
                end
            end
            DONE: begin
                lcd_db        = 4'b0000;
                lcd_rs        = 1'b0;
                lcd_e         = 1'b0;
                next_op_state = IDLE;
                next_cnt      = 0;
            end
            default: begin
                lcd_db        = 4'b0000;
                lcd_rs        = 1'b0;
                lcd_e         = 1'b0;
                next_op_state = IDLE;
                next_cnt      = 0;
            end
        endcase
    end
    always_ff @(posedge clk) begin
        if (state == RESET) begin
            op_state <= IDLE;
        end else begin
            op_state <= next_op_state;
            cnt      <= next_cnt;
        end
    end
endmodule
==> impl_metrics.csv <==
group,metric,value,unit
run_status,status,"finished clean",
floorplan,fp-utilization,40.8,%
synthesis,synth.cell_area,5130,sq um
setup_path,arrival,4050,ps
clock_tree,postCtsHoldBufs,0,
synthesis,edf_count,32,
synthesis,largest_area_cell,"edfxtp_1",
timing,post-route-min-period,5830,ps
grt,grt_use_total,31.5,%
timing,hold_viol,0,
power_and_ir_drop,p_leak,0.00263,uW
place,portBuffers,263,
floorplan,dieHeight,115,um
timing,clock_skew,7.41,ps
synthesis,syn_area_per_cell,9.13,sq um
flow_run,warnings,32,
synthesis,ys_types,66,
clock_tree,h-tree-depth,2,
synthesis,ys_seq_share,26.5,%
timing,tightestPinTransition,847,ps
setup_path,critPathCapture,"lcd_db[5]",
setup_path,critPathLaunchType,"input port",
drt,via_count,5513,
timing,setup_viol,0,
setup_path,critical_path_class,"input port to output pin",
timing,finalWorstSetupSlack,3070,ps
synthesis,syn_inst,562,
drt,avgRoutedWirePerCell,21.0,um
power_and_ir_drop,irDropWorstVdd,0.0794,mV
timing,fin_tns_setup,0,ps
floorplan,dieWidth,115,um
layout,fillCellCount,1022,
timing,fin_crit_sh,65.5,%
place,gp_congestion,0.936,
clock_tree,cts_tree,"built",
grt,grt_pass1_vias,5409,
grt,grt_overflow_total,0,
synthesis,flop_cell,"edfxtp_1",
layout,fin_cells,967,
synthesis,yosys-stat-area,5130,sq um
place,hpwlAfterDp,16500,um
drt,via_per_inst,5.70,
synthesis,yosysCellCount,562,
timing,rsz0062_at_grt,"no",
flow_run,maxCapViolCount,0,
drt,route.detailed.drc,0,
grt,grt_antenna_before_repair,1,
clock_tree,cts_buffers,5,
setup_path,cp_slowest_cell,"clkdlybuf4s50_1",
setup_path,critPathLaunch,"line2_buffer[49]",
layout,final_layout_size_suffix_gt1_share,8.69,%
layout,syn_to_final_growth,56.1,%
setup_path,r2r_cells,8,
setup_path,crit_required,7120,ps
grt,grt_max_degree,52,
clock_tree,clk_path_buf_depth,2,
floorplan,boundaryPins,265,
setup_path,cp-end-kind,"output pin",
synthesis,synth_flops,52,
setup_path,r2r_slack,5640,ps
setup_path,cp_max_fo,1,
clock_tree,numClockSinks,52,
setup_path,r2r-end,"cnt[8]",
clock_tree,post-cts-setup-buffers,0,
drt,first_iter_violations,428,
setup_path,path_cells,"clkdlybuf4s50_1 -> mux4_2 -> nand2_1 -> a21oi_1 -> a2111oi_0 -> buf_4 -> a211o_1 -> nand3_1 -> clkdlybuf4s50_1",
min_path,holdCritPathClass,"flip-flop to flip-flop",
clock_tree,cts_resized,0,
synthesis,topCellsByArea,"edfxtp_1, mux4_2, mux2i_1",
power_and_ir_drop,p_per_area,92.8,nW/um^2
floorplan,die-area,13300,sq um
place,post-place-cells,958,
setup_path,slowest_delay,480,ps
floorplan,core,12600,sq um
clock_tree,clock_latency,280,ps
grt,grt_pass1_wl,29800,um
timing,relSlewSlack,43.0,%
setup_path,crit_top_cell,"clkdlybuf4s50_1",
drt,drt-total-wl,20300,um
min_path,hp-start,"op_state[1]",
floorplan,fp-row-count,41,
synthesis,synth-async-reset-ratio,0,%
synthesis,synth.yosys.warnings,0,
drt,drt_pass1_iterations,5,
synthesis,top_cell_area_share,18.7,%
clock_tree,clk_pin_slew,60,ps
clock_tree,cts-root-buf,"clkbuf_16",
place,dp_slack,3070,ps
drt,antenna_left,0,
setup_path,rr_startpoint,"cnt[0]",
timing,clock.fmax,171,MHz
timing,slew_viol_final,0,
## area by class of cell
cell class / instances / area (sq um) / share of cell area (%)
Antenna cell: 1 / 2.50 / 0.0312
Tap cell: 172 / 215 / 2.69
Timing Repair Buffer: 270 / 2690 / 33.5
Clock inverter: 1 / 30.0 / 0.375
Sequential cell: 52 / 1370 / 17.1
Clock buffer: 7 / 133 / 1.66
Multi-Input combinational cell: 453 / 3540 / 44.2
Inverter: 11 / 41.3 / 0.515
## flip-flops by register name (all words and copies together), names as in the netlist
name / count
state: 6
ptr: 4
op_state: 10
cnt: 32
## metrics by stage
| stage | instance area [sq um] | utilization, % | power, uW | hold slack, ps |
|---|---|---|---|---|
| floorplan | 5130 | - | 384 | 435 |
| global placement | 7850 | 62.4 | 534 | 451 |
| detailed placement | 7850 | 62.4 | 535 | 466 |
| CTS | 8010 | 63.7 | 747 | 477 |
| global route | 8010 | 63.7 | 774 | 512 |
| finish | 8010 | 63.7 | 743 | 485 |
## placed cells by master, fill, tap and decap left out, types with 9 or more instances in the layout
cell and n:
mux4_2 37, nand3_1 15, dfxtp_1 17, nand2_1 56, o21ai_0 24, nor2_1 52
ha_1 9, nor3_1 21, o22ai_1 22, mux2i_1 55, xor2_1 10, a21oi_1 30
inv_1 10, xnor2_1 17, clkdlybuf4s50_1 263, edfxtp_1 32
## cells in the mapped netlist (7+ instances only)
| library cell | n |
|---|---|
| nand2_1 | 56 |
| mux2i_1 | 55 |
| nor2_1 | 52 |
| mux4_2 | 37 |
| edfxtp_1 | 32 |
| a21oi_1 | 30 |
| clkbuf_1 | 30 |
| o21ai_0 | 24 |
| o22ai_1 | 22 |
| nor3_1 | 21 |
| dfxtp_1 | 20 |
| xnor2_1 | 17 |
| nand3_1 | 15 |
| inv_1 | 10 |
| xor2_1 | 10 |
| ha_1 | 9 |
| a211oi_1 | 8 |
| nand4_1 | 8 |
| nor4_1 | 8 |
| a22oi_1 | 7 |
| buf_2 | 7 |
## how the worst min path moves through the flow
stage	to	slack [ps]	depth (start not counted)
after CTS	op_state[1]	480	2
final	op_state[1]	490	2
after global routing	op_state[7]	510	2
## power breakdown
group | switching (uW) | internal (uW)
Clock | 78.5 | 133
Combinational | 92.8 | 155
Sequential | 15.3 | 268
Total | 187 | 557
## critical path: cells and delay by family
family	cells	cell delay (ps)
buffers and inverters	3	1090
multiplexers	1	470
AND/OR/NAND/NOR	2	160
AND-OR/OR-AND	3	540
## layer usage
metal / up-vias / wire [um] / track usage, %
met5: - / 0 / 0
met4: 0 / 1010 / 13.4
met3: 39 / 1310 / 5.63
met2: 227 / 10400 / 53.8
met1: 2618 / 7650 / 40.2
li1: 2629 / - / -
## cells by family after synthesis
family                   count (synthesis)  synth area share, %
buffers and inverters                   57                 4.58
AND-OR/OR-AND                          121                 15.0
other                                    1               0.0730
adder cells (fa/ha/maj)                  9                 2.19
multiplexers                            93                 27.2
XOR/XNOR                                27                 4.61
flip-flops                              52                 26.5
AND/OR/NAND/NOR                        202                 19.8
Power figures rest on the tool's default switching activity, not on a simulated workload.
